### /design/flow/config.mk
export PLATFORM = sky130hd
export DESIGN_NAME = sobelmag
export DESIGN_NICKNAME = sobelmag
export VERILOG_FILES = /design/flow/design.v
export SDC_FILE = /design/flow/constraint.sdc
export NUM_CORES = 4
export LEC_CHECK = 1
export CORE_UTILIZATION = 40
### /design/flow/constraint.sdc
current_design sobelmag

set clk_period 9.8
set clk_io_pct 0.2

create_clock -name clk0 -period $clk_period [get_ports {clk}]

set non_clock_inputs [all_inputs -no_clocks]
set_input_delay [expr $clk_period * $clk_io_pct] -clock clk0 $non_clock_inputs
set_output_delay [expr $clk_period * $clk_io_pct] -clock clk0 [all_outputs]
### /design/flow/design.v
module sobelmag(input clk, input [7:0]p0,p1,p2,p3,p5,p6,p7,p8, output reg [7:0]magval);
reg [10:0]xval,yval;
reg [9:0]trval;
reg [10:0]sum1,sum2,sum3,sum4,p33,p55,p11,p77;
initial begin xval=11'b00000000000; yval=11'b00000000000; end
always@(posedge clk) begin 
magval=8'bxxxxxxxx;
p33=p3<<1;
p55<=p5<<1;
sum1=p0+p33+p6;
sum2<=p2+p55+p8;
p11=p1<<1;
p77<=p7<<1;
sum3=p0+p11+p2;
sum4<=p6+p77+p8;
xval=sum2-sum1;
yval<=sum4-sum3;
if(xval[10]==1'b1) begin 
xval=~xval;
xval=xval+1'b1;
end
if(yval[10]==1'b1) begin 
yval=~yval;
yval=yval+1'b1;
end
trval=xval[9:0]+yval[9:0];
magval <= trval[9:2];  
end                   
endmodule
### /design/flow/run.sh
#!/bin/bash
# OpenROAD 26Q1-2900-gdf79404cd8, Yosys 0.63+post, stock flow scripts
make -C /OpenROAD-flow-scripts/flow DESIGN_CONFIG=/design/flow/config.mk WORK_HOME=/design/flow/orfs finish
==> flow.log <==
[report] implementation figures
[metrics] number of antenna violations at the first check in global routing: 0
[metrics] achievable frequency: 154 MHz
[metrics] Crit path buffers/inverters: 4
[metrics] final hold vios: 0
[metrics] GRT Max-Usage Layer: met2
[metrics] FP Util: 41.6%
[metrics] CP endpoint kind: flip-flop
[metrics] Crit-path slowest cell: sky130_fd_sc_hd__fa_1
[metrics] vias after detailed routing: 1928
[metrics] Switch Pwr: 0.431 mW
[metrics] placer's final routability congestion estimate: 0.829
[metrics] top_reg_cell synth: sky130_fd_sc_hd__dfxtp_1
[metrics] combinational power share: 72.0%
[metrics] Sequential Power Share: roughly 18%
[metrics] post-CTS setup buffers: 0
[metrics] area of the placeable core: 0.00639 sq mm
[metrics] Leak Pwr: 1.62 nW
[metrics] number of buffers added by the clock tree synthesis step: 5
[metrics] Placed Cells: 418
[metrics] TritonCTS clock tree: done
[metrics] total power after layout: 1.02 mW
[metrics] most frequent cells after synthesis: sky130_fd_sc_hd__inv_1 (65), sky130_fd_sc_hd__dfxtp_1 (34), sky130_fd_sc_hd__ha_1 (29)
[metrics] number of global-route vias before repair: 1974
[metrics] fraction of power spent switching nets: 42.1%
[metrics] flops & latches, synth: 34
[metrics] final core utilization: ~53%
[metrics] number of levels in the clock H-tree: 2
[metrics] sequential fraction of the synthesis area: 25.6%
[metrics] post-DP HPWL: approximately 3.6 mm
[metrics] # resized after CTS: 0
[metrics] antenna diode instance count: 0
[metrics] Root Buffer: sky130_fd_sc_hd__clkbuf_8
[metrics] required time of the critical path: 9.95 ns
[metrics] distinct cell type count of the synthesized netlist: 38
[metrics] Tcrit/Tclk final: 66.2%
[metrics] mean instance size in the synthesized netlist: 9.28 sq um
[metrics] Final TNS setup: 0 ns
[metrics] ports placed on the boundary: 73
[metrics] worst hold-check path type: reg -> reg
[metrics] cell types with the largest area share after synthesis: sky130_fd_sc_hd__dfxtp_1 (26%), sky130_fd_sc_hd__fa_1 (18%), sky130_fd_sc_hd__ha_1 (14%)
[metrics] share of power burned in the clock network: 9.6%
[metrics] latest clock arrival within the worst-skew pair: 0.28 ns
[metrics] fraction of final layout cells sized beyond drive strength 1: 2.87%
[metrics] clock transition time at the flip-flop clock pins of the worst setup and hold paths: 0.06 ns
[metrics] width of the die: about 83 um
[metrics] final number of setup-violating endpoints: 0
[metrics] critical path data arrival time: 6.64 ns
[metrics] critical path class: in -> reg
[metrics] Synth warnings: 1
[metrics] Layout Area Growth over Synthesis: 27.5%
[metrics] synthesized area: between 0.002 and 0.003 sq mm
[metrics] family with the most delay on the worst path: adder cells
[metrics] cell count listed in synth_stat.txt: about 290
[metrics] Max Cap Violations: 0
[metrics] Cell Pwr Density: 303 mW/mm^2
[metrics] largest incremental delay on the critical path: 0.54 ns
[metrics] tool warnings: 42
[metrics] time the worst path needs with I/O delays and setup: 6.49 ns
[metrics] cell type with the highest aggregate area in the netlist: sky130_fd_sc_hd__dfxtp_1
[metrics] tally of buffers added on design ports: 56
[metrics] internal power: approximately 0.59 mW
[metrics] number of hold-repair buffers added at the cts stage: 0
[metrics] Via density: between 4 and 5
[metrics] standard-cell rows: 29
[metrics] Yosys top cell area share: 25.6%
[metrics] unrepaired setup endpoints after global routing: false
[metrics] All-Layer GR Usage: 13.9%
[metrics] die height: 83.5 um
[metrics] Chip Area, Yosys: 0.00266 sq mm
[metrics] maximum number of pins on one net before global-route repair: 10
[metrics] met3 usage in global routing: between 2 and 3%
[metrics] CTS Buffer Depth: 2
[metrics] wire length of the first global-routing pass: just under 8 mm
[metrics] global routing usage on met1: 19.2%
[metrics] Detail Route Antenna Nets: 0
[metrics] initial drt markers: 28
[metrics] Crit Path Max Fanout: 7
[metrics] DRC errors left: 0
[metrics] most frequent cell after synthesis: sky130_fd_sc_hd__inv_1
[metrics] startpoint kind of the worst setup timing path: input pin
[metrics] async set-reset flop share out of synthesis: 0%
[metrics] met2 track utilization from global routing: around a quarter
[metrics] flip-flops with a built-in enable: 0
[metrics] area of the chip: between 0.006 and 0.007 sq mm
[metrics] router iterations before antenna repair: 4
[metrics] fill cell count: between 600 and 700
[metrics] final cell count without fillers: 425
[metrics] final count of pins violating max slew: 0
[metrics] per-cell routed wire length: 9.57 um
[metrics] IR drop worst, VDD: 0.144 mV
[metrics] total congestion overflow after global routing: 0
[metrics] most used cell, CP: sky130_fd_sc_hd__inv_1
[metrics] Post-Route Skew: 0.00628 ns
[metrics] cells traversed along the worst timing path: clkdlybuf4s50_1 > inv_1 > fa_1 > inv_1 > fa_1 > inv_1 > ha_1 > nor2_1 > a2111o_1 > a31oi_1 > o21a_1 > nor2_1 > o21ai_0 > xnor2_1 > ha_1 > a21oi_1 > o21ai_0 > o41ai_1 > xnor2_1 > xor2_1
[metrics] number of cells produced by synthesis: 286
[metrics] result of the run: completed
[metrics] CTS sink count: 34
[metrics] wirelength, routed: 4.07 mm
-- state kept, by name, summed over array words and instances (netlist names) --
| signal | flops |
|---|---|
| yval | 8 |
| magval | 8 |
| sum2 | 10 |
| p55 | 8 |
-- final timing paths --
| check | from | endpoint | slack [ns] | cells past startpoint |
|---|---|---|---|---|
| worst min register to register | yval[3] | yval[3] | 0.38 | 0 |
| worst max-delay path | p0[3] | magval[7] | 3.31 | 20 |
| worst max register to register | sum2[1] | magval[7] | 5.29 | 18 |
| worst min-delay path | yval[3] | yval[3] | 0.38 | 0 |
-- routing by layer --
metal,vias up,share of wire [%]
met4,0,1.1
met3,5,4.0
met2,42,49
met1,847,46
li1,1034,-
met5,-,0
-- final cells by class --
cell class | count | area, sq um | share of cell area [%]
flip-flops and latches | 34 | 681 | 20.1
well taps | 77 | 96.3 | 2.85
multi-input cells | 186 | 1730 | 51.0
inverters | 65 | 244 | 7.21
repair buffers | 56 | 561 | 16.6
clock buffers | 7 | 76.3 | 2.26
-- power by group through the flow --
stage     Sequential [mW]  Combinational [mW]  Clock [mW]
6_report            0.189               0.737      0.0980
5_1_grt             0.193               0.852       0.110
4_1_cts             0.189               0.747       0.103
-- stage by stage --
step	setup WS (ns)	instance area, sq um	hold slack, ns
global route	2.90	3380	0.383
global placement	3.01	3310	0.369
finish	3.31	3380	0.375
detailed placement	2.99	3310	0.367
CTS	3.26	3380	0.377
floorplan	3.90	2660	0.432
-- cell families (layout without fill, tap and decap cells) --
family | Yosys count | in the layout | synth area share [%]
simple gates | 48 | 48 | 8.58
fa+ha+maj | 53 | 53 | 31.8
buf+inv | 66 | 128 | 9.33
xor+xnor | 32 | 32 | 11.1
flops | 34 | 34 | 25.6
compound gates | 51 | 51 | 13.1
other cells | 1 | 1 | 0.141
mux | 1 | 1 | 0.377
-- cells in the final DEF (no fill, tap or decap), types with 2 or more instances in the layout --
cell type / netlist / routed
sky130_fd_sc_hd__nand3_1: 3 / 3
sky130_fd_sc_hd__xnor2_1: 23 / 23
sky130_fd_sc_hd__dfxtp_1: 34 / 34
sky130_fd_sc_hd__clkbuf_8: 0 / 5
sky130_fd_sc_hd__xor2_1: 7 / 7
sky130_fd_sc_hd__nand2b_1: 6 / 6
sky130_fd_sc_hd__fa_1: 24 / 24
sky130_fd_sc_hd__inv_1: 65 / 65
sky130_fd_sc_hd__nor3_1: 4 / 4
sky130_fd_sc_hd__a31oi_1: 2 / 2
sky130_fd_sc_hd__ha_1: 29 / 29
sky130_fd_sc_hd__clkdlybuf4s50_1: 0 / 56
sky130_fd_sc_hd__nor2b_1: 2 / 2
sky130_fd_sc_hd__a21oi_1: 9 / 9
sky130_fd_sc_hd__a21o_1: 9 / 9
sky130_fd_sc_hd__xnor2_2: 2 / 2
sky130_fd_sc_hd__nor2_1: 12 / 12
sky130_fd_sc_hd__clkbuf_1: 1 / 2
sky130_fd_sc_hd__o21ai_0: 14 / 14
sky130_fd_sc_hd__o21a_1: 4 / 4
sky130_fd_sc_hd__o31ai_1: 2 / 2
sky130_fd_sc_hd__nand2_1: 16 / 16
No activity file was given, so power comes from the tool's default toggle rates.
